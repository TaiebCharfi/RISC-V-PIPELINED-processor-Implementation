==> /design/flow/design.v <==
module alu (A,B,ALUControl,Result);
	input [31:0]A,B;
	input[2:0]ALUControl;
	output [31:0] Result;
	wire [31:0] a_and_b;
	wire [31:0] a_or_b;
	wire [31:0] not_b ;
	wire [31:0] mux_1;
	wire [31:0] sum;
	wire [31:0] mux_2;
	wire [31:0] slt;
	wire cout;
	assign a_and_b =A & B;
	assign a_or_b = A | B;
	assign not_b = ~b;
	assign mux_1=(ALUControl[0]== 1'b0) ? B : not_b;
	assign {cout,sum} = A + mux_1+ALUControl[0];
	assign slt={31'b0000000000000000000000000000000,sum[31]};
	assign mux_2=(ALUControl[2:0]==3'b000) ? sum :
				 (ALUControl[2:0]==3'b001) ? sum :
				 (ALUControl[2:0]==3'b010) ? a_and_b:
				 (ALUControl[2:0]==3'b011) ? a_or_b:
				 (ALUControl[2:0]==3'b101) ?slt : 32'h00000000;
	assign Result=mux_2;
endmodule 
==> /design/flow/run.sh <==
#!/bin/bash
# OpenROAD 26Q1-2900-gdf79404cd8, Yosys 0.63+post, stock flow scripts
make -C /OpenROAD-flow-scripts/flow DESIGN_CONFIG=/design/flow/config.mk WORK_HOME=/design/flow/orfs finish
==> /design/flow/config.mk <==
export PLATFORM = sky130hd
export DESIGN_NAME = alu
export DESIGN_NICKNAME = alu
export VERILOG_FILES = /design/flow/design.v
export SDC_FILE = /design/flow/constraint.sdc
export NUM_CORES = 4
export LEC_CHECK = 1
export CORE_AREA = 10 10 107 107
export DIE_AREA = 0 0 117 117
==> /design/flow/constraint.sdc <==
current_design alu

set clk_period 9.9
set clk_io_pct 0.2

create_clock -name clk0 -period $clk_period

set non_clock_inputs [all_inputs -no_clocks]
set_input_delay [expr $clk_period * $clk_io_pct] -clock clk0 $non_clock_inputs
set_output_delay [expr $clk_period * $clk_io_pct] -clock clk0 [all_outputs]
==> results.sh <==
# yosys + openroad results
export IMPL_yosys_top_cells_count="nand2_1, nor2_1, a21oi_1"
export IMPL_rsz0062_at_grt="no"
export IMPL_fill_cells=938
export IMPL_dr_pass1_iters=4
export IMPL_globalRouteMet1Util=0.175
export IMPL_topCellsByArea="ha_1, or2_2, a21oi_1"
export IMPL_cts_resized=0
export IMPL_crit_path_end_kind="output port"
export IMPL_warning_count=32
export IMPL_grt_use_total=0.128
export IMPL_yosysUniqueCellTypes=52
export IMPL_period_minus_slack_ns=7.82
export IMPL_port_buffer_count=99
export IMPL_syn_to_final_growth_pct=41.2
export IMPL_design_area_um2=3700
export IMPL_post_cts_buffers=0
export IMPL_pre_cts_ws_ns=2.08
export IMPL_ys_seq_frac=0
export IMPL_fp_util=0.285
export IMPL_antenna_found_initial=0
export IMPL_grt_pass1_wl_um=14700
export IMPL_avgSynthCellArea_um2=6.64
export IMPL_criticalPathCategory="in2out"
export IMPL_cts_hold_buf=0
export IMPL_coreArea_um2=9200
export IMPL_worst_slew_pin_slew_ns=0.538
export IMPL_n_antenna_cell=0
export IMPL_vdd_drop_max_mv=0.0180
export IMPL_finalHoldViolCount=0
export IMPL_grt_remaining_overflow=0
export IMPL_vias=3082
export IMPL_cp_data_arrival_time_ns=5.84
export IMPL_fin_setup_tns_ns=0
export IMPL_timing_max_cap_violations=0
export IMPL_drc=0
export IMPL_slew_headroom=0.641
export IMPL_setup_viol=0
export IMPL_finalWirelength_um=8900
export IMPL_grt_max_degree=46
export IMPL_chip_area_um2=13700
export IMPL_rows=35
export IMPL_ys_cells=395
export IMPL_leakage_nw=1.40
export IMPL_dp_hpwl_um=7190
export IMPL_syn_area_um2=2620
export IMPL_numPlacedInstances=591
export IMPL_n_clock_buffer=0
export IMPL_num_io_pins=99
export IMPL_status="complete, no violations"
export IMPL_use_met2=0.214
export IMPL_critPathCapture="Result[30]"
export IMPL_layout_drive_gt1_share=0.0917
export IMPL_yosys_stat_chipArea_um2=2620
export IMPL_placed_cell_area_um2=3700
export IMPL_slew_viol_final=0
export IMPL_yosysWarnings=2
export IMPL_syn_inst=395
export IMPL_stdcell_count=591
export IMPL_top_usage_layer="met2"
export IMPL_setup_ws_ns=2.08
export IMPL_grtUsageMet3=0.0273
export IMPL_fmax_mhz=128
export IMPL_vias_per_cell=5.21
export IMPL_powerDensity_nw_per_um2=58.3
export IMPL_first_iter_violations=161
export IMPL_die_size_y_um=117
export IMPL_critPathLaunch="B[0]"
export IMPL_hold_path_class="in2out"
export IMPL_worstPathRequired_ns=7.92
export IMPL_startpoint_type="input pin"
export IMPL_flops=0
export IMPL_regArea_um2=0
export IMPL_grt_pass1_vias=3019
export IMPL_synth_top_cell_by_count="nand2_1"
export IMPL_die_x_um=117
export IMPL_drt_wirelength_per_cell_um=15.1
export IMPL_drtAntennaViolNets=0
export IMPL_timing_final_crit_share=0.790
export IMPL_largest_area_cell="ha_1"
export IMPL_gp_congestion=0.889
export IMPL_yosysTopAreaCellShare=0.148
export IMPL_path_max_fanout=3
layout make-up:
class              count  area [µm²]  share of cell area
repair buffers       102        1010               0.272
multi-input cells    366        2510               0.678
well taps            111         139              0.0375
inverters             12        45.0              0.0122
cell families (layout without fill, tap and decap cells):
kind of cell / Yosys count / count (layout) / synth area share
fa+ha+maj: 49 / 49 / 0.221
buf+inv: 29 / 114 / 0.0430
mux: 3 / 3 / 0.0115
compound gates: 137 / 137 / 0.359
simple gates: 153 / 153 / 0.285
xor+xnor: 24 / 24 / 0.0802
critical path, stage by stage:
cell and delay [ns]:
clkdlybuf4s50_1 0.43, nor2b_1 0.14, ha_1 0.19, a21oi_1 0.24, inv_1 0.09, fa_1 0.43
a211oi_2 0.27, o21ai_1 0.16, nand4_1 0.16, a21o_1 0.17, nand2_1 0.07, a221o_1 0.35
a311oi_2 0.38, o21ai_0 0.14, o21ai_0 0.14, clkdlybuf4s50_1 0.50
layout by cell type, fill, tap and decap left out, drive strengths merged, types with 11 or more instances in the layout:
cell	n
nand2	48
or2	31
maj3	17
xnor2	13
a311oi	15
inv	12
a21oi	36
o21ai	37
xor2	11
clkdlybuf4s50	98
nor2	39
ha	31
where the power goes:
| part | internal, mW | total, mW | switching [mW] |
|---|---|---|---|
| logic | 0.113 | 0.216 | 0.102 |
| registers | 0 | 0 | 0 |
| clock network | 0 | 0 | 0 |
layer usage:
metal | wire (µm) | up-vias
met2 | 3910 | 81
met3 | 704 | 0
met4 | 0 | 0
met1 | 4290 | 1366
met5 | 0 | -
li1 | - | 1635
worst min-delay path by stage:
stage | startpoint | end | slack, ns | depth (start not counted)
after CTS | ALUControl[0] | Result[5] | 4.90 | 4
final | ALUControl[0] | Result[1] | 4.88 | 4
after global routing | ALUControl[0] | Result[1] | 4.96 | 4
stage by stage:
| step | utilization | hold WS (ns) | total power [mW] |
|---|---|---|---|
| CTS | 0.402 | 4.90 | 0.218 |
| floorplan | - | 4.05 | 0.130 |
| detailed placement | 0.402 | 4.89 | 0.216 |
| global placement | 0.402 | 4.87 | 0.216 |
| finish | 0.402 | 4.88 | 0.216 |
| global route | 0.402 | 4.96 | 0.242 |
Power and IR drop assume default switching activity.
