`design/flow/run.sh`:
```
#!/bin/bash
# OpenROAD 26Q1-2900-gdf79404cd8, Yosys 0.63+post, stock flow scripts
make -C /OpenROAD-flow-scripts/flow DESIGN_CONFIG=/design/flow/config.mk WORK_HOME=/design/flow/orfs finish
```
`design/flow/config.mk`:
```
export PLATFORM = sky130hd
export DESIGN_NAME = main_decoder
export DESIGN_NICKNAME = main_decoder
export VERILOG_FILES = /design/flow/design.v
export SDC_FILE = /design/flow/constraint.sdc
export NUM_CORES = 4
export LEC_CHECK = 1
export CORE_AREA = 10 10 70 70
export DIE_AREA = 0 0 80 80
```
`design/flow/constraint.sdc`:
```
current_design main_decoder

set clk_period 1.8
set clk_io_pct 0.2

create_clock -name clk0 -period $clk_period

set non_clock_inputs [all_inputs -no_clocks]
set_input_delay [expr $clk_period * $clk_io_pct] -clock clk0 $non_clock_inputs
set_output_delay [expr $clk_period * $clk_io_pct] -clock clk0 [all_outputs]
```
`design/flow/design.v`:
```
module main_decoder(op,zero,RegWrite,MemWrite,ResultScr,ALUSrc,ImmSrc,ALUop,PCSrc);
	input zero;
	input [6:0] op;
	output ResultScr,MemWrite,ALUSrc,RegWrite,PCSrc;
	output [1:0] ImmSrc,ALUop;
	wire [6:0] op;
	wire [2:0] funct3,ALUControl;
	wire zero,funct7,branch,ResultScr,MemWrite,ALUSrc,RegWrite,PCSrc;
	wire [1:0] ImmSrc,ALUop;
	assign RegWrite=((op==7'b0000011)|(op==7'b0110011)) ? 1'b1:1'b0;
	assign ImmSrc=(op==7'b1100011) ? 2'b10:
				  (op==7'b0100011) ? 2'b01:2'b00;
	assign MemWrite = (op==7'b0100011) ? 1'b1:1'b0;
	assign ResultScr = (op==7'b0000011) ? 1'b1:1'b0;
	assign ALUSrc =((op==7'b0000011) | (op==7'b0100011))? 1'b1:1'b0;
	assign branch=(op==7'b1100011)? 1'b1:1'b0;
	assign ALUop=(op==7'b0110011) ? 2'b10:
				  (op==7'b1100011) ? 2'b01:2'b00;
	assign PCSrc= zero & branch;
endmodule
```
==> impl_metrics.csv <==
group,metric,value,unit
global_route,vias_in_the_first_global_route,249,
flow_run,maximum_capacitance_violations,0,
synthesis,syn_area,148.9,um^2
synthesis,postSynthCellCount,17,
sta,finalCriticalPeriod,1717,ps
global_route,grtUsageMet2,0.02889,
die,fp-utilization,0.04359,
critical_path,critical_path.max_stage_delay,230,ps
sta,drv_slew,0,
global_route,grtUsageMet1,0.03298,
sta,max_slew.worst_pin.slew,309.5,ps
sta,hold_viol_final,0,
cts,cts_hold_buffers,0,
routing,wl_per_cell,8.860,um
synthesis,synth_cell_types,13,
cells_and_area,final_cell_area,425.4,um^2
sta,max_freq,0.5823,GHz
synthesis,synth.area.top_cells,"nor3_1, nor4b_4, nor4_4",
pwr,maximum_resistive_drop_on_vdd,0.04693,mV
global_route,gr-usage-met3,0.01932,
routing,drt_drc_violations_left,0,
min_path,hold_path_class,"primary input to primary output",
cells_and_area,clock_buffers,0,
global_route,globalRoute.totalOverflow,0,
cells_and_area,fillers,405,
global_route,all_layer_global_routing_usage,0.02379,
sta,setup-violations-final,0,
pwr,power.share.switching,0.4450,
critical_path,crit_path_max_fanout,3,
die,core,0.003416,mm^2
global_route,gr-max-usage-layer,"met1",
routing,wirelength,762,um
pwr,power.leakage,0.1723,nW
cells_and_area,final-seq-area,0,um^2
pwr,cell_internal_pwr,0.02865,mW
placed_design,hpwl,599.1,um
critical_path,timing.critical_path.to_type,"primary output",
critical_path,setup.worst_path.start_class,"primary input",
routing,drtIter0Drc,3,
pwr,power.share.sequential,0,
critical_path,worst-endpoint-required,1440,ps
die,top_level_ports,17,
synthesis,synth_area_leader_cell,"nor3_1",
placed_design,placed_standard_cell_area,382.9,um^2
pwr,combPwrFrac,1.000,
routing,antenna_cells_inserted,0,
synthesis,synth-seq-area-share,0,
routing,avgViaCountPerCell,2.535,
placed_design,port_buffers,17,
cells_and_area,drive_gt1_frac,0.6000,
critical_path,critical_path.n_buffers_inverters,4,
sta,final.period_utilization,0.9540,
status,result_of_the_run,"finished, final reports clean",
sta,worst_slew_margin_rel,0.7937,
flow_run,warnings,32,
cells_and_area,sequential_cell_total,0,
critical_path,worstPathCellList,"clkdlybuf4s15_1 > nand4bb_4 > buf_6 > buf_4 > nor4b_2 > buf_2",
global_route,antenna_violations_before_repair,0,
global_route,grt_max_degree,7,
critical_path,cp_data_arrival_time,1360,ps
synthesis,most_used_standard_cell_by_instance_count_after_synthesis,"nor3_1",
die,chipArea,0.006400,mm^2
placed_design,gpl.final_weighted_congestion,0.6666,
die,core.rowCount,21,
routing,drt.antenna.violating_nets,0,
die,die.size.y,80,um
die,chipWidth,80,um
synthesis,synth.yosys.warnings,0,
routing,detailroute.via_count,218,
synthesis,yosys-stat-cells,17,
pwr,power.clock.fraction,0,
cells_and_area,layout_overhead_on_the_synthesized_area,185.7,%
routing,pre_repair_dr_iteration_count,2,
synthesis,avgSynthCellArea,8.758,um^2
global_route,grt_first_pass_wirelength,1.248,mm
synthesis,top_cell_area_share,0.1681,
pwr,powerDensity,121.3,mW/mm^2
synthesis,area_of_the_synthesized_netlist_per_yosys_stat,148.9,um^2
critical_path,cp_max_stage_cell,"nand4bb_4",
pwr,totalPowerFinal,0.05162,mW
critical_path,worstSetupPathType,"primary input to primary output",
critical_path,path_delay_family,"buffers and inverters",
pwr,netSwitchingPower,0.02297,mW
==> final timing paths <==
check / from / end / slack, ps / cells after the start
setup / recovery: op[2] / MemWrite / 80 / 6
hold / removal: op[5] / ALUop[1] / 1270 / 4
==> kinds of logic (layout without fill, tap and decap cells) <==
group,Yosys count,in the layout,share of synthesized area
AND/OR/NAND/NOR,12,12,0.7562
buffers and inverters,4,27,0.1848
XOR/XNOR,1,1,0.05883
==> worst min-delay path, delay by kind of cell <==
kind | cells | cell delay, ps
buffers and inverters | 2 | 390
and+or+nand+nor | 2 | 160
==> stage by stage <==
| step | setup TNS, ps | instances | hold WS [ps] | worst slack, ps | util |
|---|---|---|---|---|---|
| final | 0 | 86 | 1268 | 82.78 | 0.1245 |
| after global routing | -9.437 | 86 | 1315 | -9.437 | 0.1245 |
| after CTS | 0 | 86 | 1286 | 28.59 | 0.1234 |
| after detailed placement | -3450 | 81 | 1674 | -416.6 | 0.1121 |
| after global placement | -3301 | 81 | 1691 | -408.0 | 0.1121 |
| after floorplan | 0 | 17 | 735.2 | 477.5 | - |
==> metal layers <==
layer / wire, um / share of wire / vias to the layer above
li1: - / - / 110
met4: 0 / 0 / 0
met1: 403 / 0.53 / 93
met2: 206 / 0.27 / 15
met5: 0 / 0 / -
met3: 152 / 0.20 / 0
==> cells in the final DEF (no fill, tap or decap) <==
cell type / netlist / layout
buf_2: 1 / 6
nor4b_4: 1 / 1
nor4_1: 1 / 1
xor2_1: 1 / 1
buf_4: 1 / 5
nor3_1: 5 / 2
nand2_2: 1 / 1
dlygate4sd2_1: 0 / 5
nor4_4: 1 / 1
clkdlybuf4s50_1: 0 / 1
clkdlybuf4s15_1: 0 / 4
nor3_2: 0 / 3
nor4b_2: 1 / 1
inv_1: 1 / 1
clkbuf_2: 0 / 1
buf_6: 1 / 4
nand2_1: 1 / 1
nand4bb_4: 0 / 1
==> what timing repair did <==
item	in CTS	in global routing
resized	39	5
setup endpoints to repair	9	4
pin swaps	3	3
setup buffers	4	0
gates cloned	1	0
==> power by group through the flow <==
stage                 sequential [mW]  clock, mW  combinational (mW)
after CTS                           0          0              0.0505
final                               0          0              0.0516
after global routing                0          0              0.0560
==> area by class of cell <==
| type | instances | area (um^2) | share of cell area |
|---|---|---|---|
| timing repair buffer | 26 | 211.5 | 0.4971 |
| multi-input combinational | 13 | 152.6 | 0.3588 |
| tap | 46 | 57.56 | 0.1353 |
| inverter | 1 | 3.754 | 0.008824 |
Power figures rest on the tool's default switching activity, not on a simulated workload.
